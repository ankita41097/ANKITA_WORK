File: design/flow/config.mk
export PLATFORM = sky130hd
export DESIGN_NAME = counter
export DESIGN_NICKNAME = counter
export VERILOG_FILES = /design/flow/design.v
export SDC_FILE = /design/flow/constraint.sdc
export NUM_CORES = 4
export LEC_CHECK = 1
export CORE_AREA = 10 10 70 70
export DIE_AREA = 0 0 80 80
File: design/flow/constraint.sdc
current_design counter

set clk_period 1.0
set clk_io_pct 0.2

create_clock -name clk0 -period $clk_period [get_ports {clk}]

set non_clock_inputs [all_inputs -no_clocks]
set_input_delay [expr $clk_period * $clk_io_pct] -clock clk0 $non_clock_inputs
set_output_delay [expr $clk_period * $clk_io_pct] -clock clk0 [all_outputs]
File: design/flow/design.v
module counter(
    input clk,
    input reset,
    output reg [3:0] count
);
    always @(posedge clk or posedge reset) begin
        if (reset)
            count <= 0;
        else
            count <= count + 1;
    end
endmodule
File: design/flow/run.sh
#!/bin/bash
# OpenROAD 26Q1-2900-gdf79404cd8, Yosys 0.63+post, stock flow scripts
make -C /OpenROAD-flow-scripts/flow DESIGN_CONFIG=/design/flow/config.mk WORK_HOME=/design/flow/orfs finish
==> run notes <==
Notes on the flow outputs.

- The final timing report derives a shortest allowable period of 0.949 ns.
- The clock transition at the register clock pins on the worst setup and hold paths after CTS reads about 0.04 ns.
- The share of the synthesized area in the top cell type reads 0.702.
- The final worst setup slack reads 0.0514 ns.
- In this run, the number of DRC markers left after iteration 0 of detailed routing was 5.
- The run finished with clean final reports.
- The via count of the first global-routing pass is 151.
- The total CTS buffers reads 3.
- Per Yosys stat, the portion of area used by sequential elements is 0.702.
- The global-route wire length before repair reads 690 um.
- The launching element of the worst setup path reads count[0].
- The critical path launch point type reads a flip-flop.
- The reg-to-reg critical path endpoint is count[2].
- The wire length recorded after detailed routing is 433 um.
- The total global routing track utilization reads 0.0158.
- In the log, the iteration count for the first detailed-route pass is 2.
- The clock passes through at most 2 buffers.
- The master cell of the clock root buffer is clkbuf_4.
- The count of state elements after synthesis is 4.
- OpenSTA, run right after detailed placement, puts the worst setup slack at -0.0949 ns.
- The floorplan step defined a core boundary enclosing 3420 sq um.
- The vertical extent of the die is 80 um.
- The width of the die reads 80 um.
- Summed over all instances, the cell type with the most area after synthesis is dfrtp_1.
- Entering global routing, the biggest net connects 5 pins.
- The setup-violating endpoint count in the final report is 0.
- The fraction of the core area occupied by cells at floorplan is 0.0418.
- The overall overflow remaining after global route is 0.
- The worst reg2reg path depth is 3.
- The register containing the most flip-flops in the final layout is count.
- The final setup skew is 0.00213 ns.
- Counting distinct cell types in the post-synthesis netlist gives 6.
- The yosys-reported design area after synthesis reads between 100 and 150 sq um.
- The final routed DRC violation total is 0.
- The script extracted a total leakage power of 0.153 nW.
- The main area contributors are dfrtp_1, ha_1, xnor2_1.
- Per the detail_route report, routed wire per instance is 6.19 um.
- Dividing the final minimum period by the clock period gives 0.949.
- Summing over every cut layer, the via total after detailed routing is 122.
- The achievable frequency reads 1050 MHz.
- The combined area of the multi-input logic cells is 37.5 sq um.
- The maximum net fanout on the critical path is 3.
- In this run the critical path is formed by buf_4 -> ha_2 -> xor2_1.
- The most critical min-delay path falls under in -> async.
- The layout summary lists the proportion of cells stronger than drive strength 1 as 0.583.
- The startpoint identified for the worst register-to-register timing path is count[0].
- The number of buffers and inverters on the critical path is 1.
- The smallest hold slack is 0.151 ns.
- The flip-flop count of the largest register after layout is 4.
- The data required time of the worst path is ~1.1 ns.
- The post-synthesis average cell area is 14.3 sq um.
- The critical setup path kind reads reg -> reg.
- The count of max-cap constraint violations reads 0.
- The post-layout total power is 0.000368 W.
- The repair_antennas step left the layout with diodes totalling 0.
- The final timing report lists a max-slew violation count of 0.
- In this run the tool buffered the top-level ports with 5 buffer cells.
- At the later pin of the worst-skew pair, clock insertion delay measures 0.23 ns.
- The registers reported with the highest flop counts are count x4.
- The floorplan has 21 rows.
- The H-tree depth reads 1.
- The I/O pin total reads 6.
- The final estimated routing congestion in global placement is 0.657.
- The arrival time at the worst endpoint reads roughly 1.1 ns.
- The category of cells accounting for the largest share of critical-path delay is flip-flops.
- Setup repair after global routing left no endpoint under its margin.
- The cell count after synthesis is 10.
- The count of filler cells inserted in the layout is around 400.
- The slowest cell on the critical path is dfrtp_1.
- The delay of the slowest cell on the worst path reads 0.38 ns.
- The post-cts hold buffer count reads 0.
- The initial antenna violation count was 0.
- From synthesis to final layout, the design area changed by 111%.
- The transition time at the pin with the least slew margin reads about 0.14 ns.
- The setup slack of the most critical reg-to-reg path reads about 0.05 ns.
- The CTS sink count reads 4.
- The tally of yosys warning messages is 1.
- The headroom to the max-slew limit is 0.904.
- The yosys stat cell total reads 10.
- The via-per-instance ratio is 1.74.
- Per the power-grid run, VDD falls by no more than 0.165 mV.
- The chip footprint reads ~6400 sq um.
- Across the whole layout, storage elements account for 100 sq um.
- The synthesized netlist occupies a cell area of 143 sq um.
- The count of tool warnings is 26.
- STA classifies the critical path endpoint as a flip-flop.
- The number of failing hold endpoints at the final stage reads 0.
- The TritonCTS clock tree is yes.
- The number of routed nets with antenna violations reads 0.
- For this design the ratio of total power to cell area is 1230 nW/um^2.
==> per-stage QoR <==
stage,std cells,utilization,instance area (sq um),setup TNS (ns)
floorplan,10,-,143,0
global placement,64,0.0799,273,-0.123
detailed placement,64,0.0799,273,-0.113
CTS,70,0.0916,313,-0.0327
global route,70,0.0879,300,0
finish,70,0.0879,300,0
==> per-layer routing <==
metal,wire length (um),global-route usage,up-vias
li1,-,-,59
met1,187,0.0134,57
met2,125,0.0144,6
met3,120,0.0295,0
met4,0,0.00704,0
met5,0,0,-
==> cells in the final DEF, fill, tap and decap left out, drive strengths merged <==
cell type and count:
buf 7, clkbuf 6, dfrtp 4, inv 2, nand3 1, xnor2 1, xor2 1, ha 1
clkdlybuf4s50 1
==> synth_stat cells, drive strengths merged <==
library cell	number
ha	1
nand3	1
dfrtp	4
inv	2
xnor2	1
xor2	1
==> cells by family (layout without fill, tap and decap cells) <==
group | Yosys count | count (layout) | share of synthesized area
flops | 4 | 4 | 0.702
xor+xnor | 2 | 2 | 0.123
buf+inv | 2 | 16 | 0.0527
fa+ha+maj | 1 | 1 | 0.0877
simple gates | 1 | 1 | 0.0351
==> timing repair <==
| action | 4_1_cts | 5_1_grt |
|---|---|---|
| setup buffers | 3 | 0 |
| pin swaps | 0 | 0 |
| resized | 10 | 4 |
| endpoints found under the setup margin | 4 | 4 |
==> area by class of cell <==
class,instances,area share
timing repair buffer,11,0.250
inverter,2,0.0250
sequential,4,0.333
multi-input combinational,4,0.125
tap,46,0.192
clock buffer,3,0.0750
==> power by group <==
| part | total, W | internal [W] | switching, W |
|---|---|---|---|
| logic | 0.00000691 | 0.00000366 | 0.00000324 |
| registers | 0.000163 | 0.000163 | 0 |
| clock network | 0.000198 | 0.000134 | 0.0000641 |
==> worst max path at each step <==
| stage | cells after the start | slack, ns | to |
|---|---|---|---|
| finish | 3 | 0.05 | count[2] |
| global route | 3 | 0.02 | count[2] |
| CTS | 1 | -0.03 | count[0] |
No activity file was given, so power comes from the tool's default toggle rates.
